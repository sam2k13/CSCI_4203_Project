===== constraint.sdc =====
current_design adder

set clk_period 38.6
set clk_io_pct 0.2

create_clock -name clk0 -period $clk_period [get_ports {clk}]

set non_clock_inputs [all_inputs -no_clocks]
set_input_delay [expr $clk_period * $clk_io_pct] -clock clk0 $non_clock_inputs
set_output_delay [expr $clk_period * $clk_io_pct] -clock clk0 [all_outputs]

===== run.sh =====
#!/bin/bash
# OpenROAD 26Q1-2900-gdf79404cd8, Yosys 0.63+post, stock flow scripts
make -C /OpenROAD-flow-scripts/flow DESIGN_CONFIG=/design/flow/config.mk WORK_HOME=/design/flow/orfs finish

===== config.mk =====
export PLATFORM = sky130hd
export DESIGN_NAME = adder
export DESIGN_NICKNAME = adder
export VERILOG_FILES = /design/flow/design.v
export SDC_FILE = /design/flow/constraint.sdc
export NUM_CORES = 4
export LEC_CHECK = 1
export CORE_AREA = 10 10 207 207
export DIE_AREA = 0 0 217 217

===== design.v =====
module adder (
    input clk,
    input [63:0] a,
    input [63:0] b,
    input arbiter,  
    input some_input,  
    input [63:0] incrPC, 
    input [63:0] offset, 
    input [63:0] opcode,
    output reg [63:0] c,
    output ready,  
    output reg CTRL_PC,
    output reg [63:0] branchPC,
    output br_stall
);
  initial
  begin
        c =0;
        CTRL_PC = 0;
        branchPC = 0;
        #1
        CTRL_PC = 1;
        #1
        CTRL_PC = 0;
  end
  parameter op_addq = 6'b010000,
            op_subq = 6'b010000,
            op_bis = 6'b010001,
            op_xor = 6'b010001,
            op_cmoveq = 6'b010001,
            op_cmplt = 6'b010001,
            op_mulq =  6'b010011,
            funct_addq = 7'b0100000,
            funct_subq = 7'b0101001,
            funct_bis = 7'b0100000,
            funct_xor = 7'b1000000,
            funct_cmoveq = 7'b0100100,
            funct_cmplt = 7'b1001101,
            funct_mulq = 7'b0100000,
            op_ldq = 6'b101001,
            op_stq = 6'b101101,
            op_beq = 6'b111001,
            op_bne = 6'b111101,
            op_br = 6'b110000,
            op_bsr = 6'b110100,
            op_jmp = 6'b011010,
            op_jsr = 6'b011010,
            op_ret = 6'b011010,
            hint_jmp = 8'h00,
            hint_jsr = 8'h01,
            hint_ret = 8'h10;
    wire [2:0] branch;
    reg compute_wait ;
    initial
    begin
        compute_wait = 1;
    end
    assign ready  = ~compute_wait;
    always @(posedge clk )
    begin
        if (compute_wait == 0 )
        begin
            if(arbiter) compute_wait <= 1;
        end
        else
        begin
          if (some_input)
            compute_wait <= compute_wait - 1;
          else
            compute_wait <= 1;
        end
    end
    assign br_stall = ready;
    always @(*)
    begin
        case (opcode)
            op_addq :
            begin
                  c = a+b;                                
            end            
            op_beq :
            begin
                  c = 0;  
                  if(a == 0) 
                  begin
                    CTRL_PC = 1;     
                  end
                  branchPC = offset + incrPC; 
            end
            op_jmp :
            begin
                  c = incrPC;
                  CTRL_PC = 1;
                  branchPC = b;
            end
            default : 
            begin
                  CTRL_PC = 0;
                  c = 0;
            end
        endcase
    end
endmodule

==> results.sh <==
# physical design summary
export IMPL_status="finished clean"
export IMPL_syn_to_final_growth_pct=51.5
export IMPL_ios=454
export IMPL_drive_above_1_share_pct=2.27
export IMPL_rows=72
export IMPL_routed_via_density=5.20
export IMPL_die_area_um2=47100
export IMPL_worstPathMaxFanout=4
export IMPL_drt_iter0_drc=719
export IMPL_critPathMaxStageDelay_ns=0.49
export IMPL_route_detailed_drc=0
export IMPL_worst_pin_slew_ns=0.959
export IMPL_synth_edff_count=0
export IMPL_cap_violations=0
export IMPL_arrival_ns=12.13
export IMPL_tns_ns=0
export IMPL_stdcell_area_um2=14600
export IMPL_worst_path_buf_inv=2
export IMPL_fmaxAchievable_mhz=50.4
export IMPL_layout_top_cell="clkdlybuf4s50_1"
export IMPL_p_leak_nw=5.90
export IMPL_fill_cells=4067
export IMPL_fp_utilization_pct=25.1
export IMPL_worstPathRequired_ns=30.88
export IMPL_ir_drop_mv=0.00697
export IMPL_clkSlewWorstSetupHoldPaths_ns=0
export IMPL_ff_type="dlxtn_1"
export IMPL_finalCriticalPeriod_ns=19.85
export IMPL_rsz0062_at_grt="no"
export IMPL_post_cts_resized=0
export IMPL_place_hpwl_um=44200
export IMPL_openroad_warnings=28
export IMPL_skew_ns=0
export IMPL_cp_top_family="AND-OR/OR-AND gates"
export IMPL_routedWlPerCell_um=21.5
export IMPL_start_kind="primary input"
export IMPL_synthCells=1406
export IMPL_finalCritPeriodShare_pct=51.4
export IMPL_grt_pass1_wl_um=73500
export IMPL_port_buffers=453
export IMPL_criticalPathCategory="primary input to primary output"
export IMPL_grt_ovfl_total=0
export IMPL_crit_cells=15
export IMPL_crit_path_top_delay_cell="clkdlybuf4s50_1"
export IMPL_vias=12084
export IMPL_core_region_area_um2=38600
export IMPL_die_h_um=217
export IMPL_avgSynthCellArea_um2=6.88
export IMPL_relSlewSlack_pct=36.1
export IMPL_synthDistinctLibCells=79
export IMPL_antenna_found_initial=2
export IMPL_wirelength_um=50100
export IMPL_final_layout_top_logic_cells="clkdlybuf4s50_1 (453), nand2_1 (200), o21ai_0 (185)"
export IMPL_ant_nets=0
export IMPL_setup_violations=0
export IMPL_finalMaxSlewViolations=0
export IMPL_die_width_um=217
export IMPL_first_pass_iters=5
export IMPL_r2r_cells=3
export IMPL_clock_latency_ns=0
export IMPL_yosysChipArea_um2=9670
export IMPL_end_kind="primary output"
export IMPL_p_per_area_nw_per_um2=16.0
export IMPL_worstHoldPathType="register to register"
export IMPL_grt_start_max_net_pins=73
export IMPL_ys_flops=66
export IMPL_grt_usage_pct=20.4
export IMPL_r2r_setup_slack_ns=38.01
export IMPL_cp_cell_sequence="clkdlybuf4s50_1 > ha_1 > fa_1 > a211o_1 > a21o_1 > o311a_1 > a21oi_2 > o221ai_2 > a41o_1 > a41o_2 > a221oi_4 > o21ai_1 > xnor2_1 > o21ai_1 > clkdlybuf4s50_1"
export IMPL_yosysWarnings=1
export IMPL_hold_viol=0
export IMPL_dpl_cell_area_um2=14600
export IMPL_hold_path_depth=3
export IMPL_comb_area_um2=8260
export IMPL_gp_congestion=0.961
export IMPL_unclocked_pins=65
export IMPL_grt_pass1_vias=11953
export IMPL_synthesis_area_um2=9670
export IMPL_hold_buffers=0
export IMPL_synthArstFlopShare_pct=0
export IMPL_hold_ws_ns=0.511
export IMPL_flop_area_um2=996
export IMPL_untimed_endpoints=130
export IMPL_fin_util_pct=38.0
export IMPL_postCtsSetupRepairBufs=0
export IMPL_ys_cells=1406
## synth_stat cells (14+ instances only)
cell,instances,area [µm²]
xnor2_1,64,561
nor4_1,31,194
buf_2,19,95.1
nand3_1,23,115
inv_1,34,128
ha_1,126,1580
nand4_1,41,257
nand2b_1,15,93.8
nor2_1,61,229
dlxtn_1,65,976
o21ai_0,185,926
nand2_1,200,751
clkbuf_1,36,135
o21bai_1,23,173
nor3_1,14,70.1
a21o_1,82,616
a21oi_1,131,656
xor2_1,54,473
## metal layers
layer  track usage (%)  wire (µm)  part of all wire (%)  vias to the layer above
li1                  -          -                     -                     6032
met1              27.3      22100                    44                     5581
met5                 0         14                 0.028                        -
met3              4.30       3560                   7.1                       25
met2              34.3      23800                    48                      444
met4              1.91        573                   1.1                        2
## metrics by stage
step                power [mW]  cells  setup slack (ns)
floorplan                0.126   1406             20.27
global placement         0.234   2325             18.79
detailed placement       0.232   2325             18.75
CTS                      0.234   2325             18.74
global route             0.255   2326             18.51
finish                   0.234   2326             18.75
## worst min-delay path: cells and delay by family (launching register included)
family | cells | cell delay [ns]
AOI/OAI and AO/OA | 1 | 0.05
buffers and inverters | 1 | 0.09
DFF | 1 | 0.27
and+or+nand+nor | 1 | 0.05
## registers in the layout, indices dropped and copies added, names as in the netlist
name,cells
branchPC,64
compute_wait,1
CTRL_PC,1
## cell families after synthesis
| logic type | synth area share [%] |
|---|---|
| compound gates | 35.5 |
| xor+xnor | 10.7 |
| fa+ha+maj | 16.7 |
| buf+inv | 4.44 |
| flops | 0.207 |
| latches | 10.1 |
| mux | 0.453 |
| simple gates | 21.9 |
## power breakdown
part	switching (mW)	internal, mW	total (mW)
Sequential	0.00400	0.0191	0.0231
Clock	0	0.00000000346	0.00000000347
Combinational	0.101	0.110	0.211
Total	0.105	0.129	0.234
## final timing paths
| kind | endpoint | from |
|---|---|---|
| max | c[60] | a[0] |
| min | compute_wait | compute_wait |
| max reg2reg | compute_wait | compute_wait |
| min reg2reg | compute_wait | compute_wait |
## area by class of cell
cell class,instances,area share (%)
diodes,1,0.0171
repair buffers,464,31.5
multi-input cells,1243,56.4
flip-flops and latches,66,6.80
well taps,518,4.43
inverters,34,0.871
Power figures rest on the tool's default switching activity, not on a simulated workload.
