==> design/flow/design.v <==
module rs_load(
    input clk,
    input [63:0] vj,   
    input [3:0]  qj,   
    input [63:0] offset,    
	input [1:0] rob_slot,
    input [63:0] address,  
    input [3:0] query_tag,
    input CTRL_ld,
    input free_tag_flag,
    input [3:0] free_this_tag,
    input [3:0] cdb_id,
    input [63:0] cdb_data,
    output  reg [3:0] free_tag,
    output  [64*3 -1:0] load_addr,
    output  [64*3 -1:0] load_data,
    output [2:0] ready_bus,
	output reg [1:0] rob_dest,
    output busy,
    output reg ld_aff_ready,
    output reg [63:0] ld_affinity_op,
    output reg [63:0] ld_affinity_offset
);
parameter notag = 0,
          add_1 = 1,
          add_2 = 2,
          add_3 = 3,
          mult_1 = 4,
          mult_2 = 5,
          ld_1 = 6,
          ld_2 = 7,
          ld_3 = 8,
          st_1 = 9,
          st_2 = 10;
    reg [63:0] op [0:2] ;  
    reg [3:0] tag [0:2] ;  
    reg [63:0] A [0:2] ;  
    reg free [0:2] ;  
    wire ready [0:2] ;
	reg [1:0] rob [0:2];
  initial
  begin
      free[0] = 1;
      free[1] = 1;
      free[2] = 1;
      ld_aff_ready = 0;
      ld_affinity_op = 0;
      ld_affinity_offset = 0;
      free_tag = ld_1;
  end
    assign load_addr[63:0] = A[0];
    assign load_addr[127:64] = A[1];
    assign load_addr[191:128] = A[2];
    assign load_data[63:0] = op[0];  
    assign load_data[127:64] = op[1];
    assign load_data[191:128] = op[2];
    assign ready_bus[2] = ready[0];
    assign ready_bus[1] = ready[1];
    assign ready_bus[0] = ready[2];
   assign busy = (~free[0]) && (~free[1]) && (~free[2]);
   assign ready[0] = ~(tag[0][0] | tag[0][1] | tag[0][2] | tag[0][3] | free[0]);
   assign ready[1] = ~(tag[1][0] | tag[1][1] | tag[1][2] | tag[1][3] | free[1]);
   assign ready[2] = ~(tag[2][0] | tag[2][1] | tag[2][2] | tag[2][3] | free[2]);
    always @(*)
    begin
        if(free[0]) free_tag = ld_1;
        else if (free[1]) free_tag = ld_2;
        else if (free[2]) free_tag = ld_3;
        else free_tag = notag;
    end
    always @(*)
    begin
        case (query_tag)
            ld_1 :
                   begin
                          ld_aff_ready = ready[0];
                          ld_affinity_op = op[0];
                          ld_affinity_offset = A[0];
                   end
            ld_2 :
                   begin
                          ld_aff_ready = ready[1];
                          ld_affinity_op = op[1];
                          ld_affinity_offset = A[1];
                   end
            ld_3 :
                   begin
                          ld_aff_ready = ready[2];
                          ld_affinity_op = op[2];
                          ld_affinity_offset = A[2];
                   end
            default : 
                   begin
                          ld_aff_ready = 0 ;
                          ld_affinity_op = 0;
                          ld_affinity_offset = 0;
                   end
        endcase
    end
    always @(posedge clk)
    begin
        if (CTRL_ld)
        begin
          if (free[0])
          begin
              tag[0] <= qj;
              A[0] <= offset;
              op[0] <= vj;
              free[0] <= 0;
          end
          else if (free[1])
          begin
              tag[1] <= qj;
              A[1] <= offset;
              op[1] <= vj;
              free[1] <= 0;
          end
          else if (free[2])
          begin
              tag[2] <= qj;
              A[2] <= offset;
              op[2] <= vj;
              free[2] <= 0;
          end
        end
        if(ld_aff_ready)
        begin
            case (query_tag)
                ld_1 :
                      begin
                          A[0] <= address;
                      end
                ld_2 :
                      begin
                          A[1] <= address;
                      end
                ld_2 :
                      begin
                          A[2] <= address;
                      end
                default : ;
            endcase
        end
        if(free_tag_flag)
        begin
            case(free_this_tag)
                ld_1 :
                       free[0] <= 1;
                ld_2 : free[1] <= 1;
                ld_3 : free[2] <= 1;
            endcase
        end
        begin
             if(tag[0] == cdb_id)
             begin
                 op[0] <= cdb_data;
                 tag[0] <= 0;
             end
             if(tag[1] == cdb_id)
             begin
                 op[1] <= cdb_data;
                 tag[1] <= 0;
             end
             if(tag[2] == cdb_id)
             begin
                 op[2] <= cdb_data;
                 tag[2] <= 0;
             end
        end
    end
endmodule
==> design/flow/run.sh <==
#!/bin/bash
# OpenROAD 26Q1-2900-gdf79404cd8, Yosys 0.63+post, stock flow scripts
make -C /OpenROAD-flow-scripts/flow DESIGN_CONFIG=/design/flow/config.mk WORK_HOME=/design/flow/orfs finish
==> design/flow/config.mk <==
export PLATFORM = sky130hd
export DESIGN_NAME = rs_load
export DESIGN_NICKNAME = rs_load
export VERILOG_FILES = /design/flow/design.v
export SDC_FILE = /design/flow/constraint.sdc
export NUM_CORES = 4
export LEC_CHECK = 1
export CORE_AREA = 10 10 338 338
export DIE_AREA = 0 0 348 348
==> design/flow/constraint.sdc <==
current_design rs_load

set clk_period 34.7
set clk_io_pct 0.2

create_clock -name clk0 -period $clk_period [get_ports {clk}]

set non_clock_inputs [all_inputs -no_clocks]
set_input_delay [expr $clk_period * $clk_io_pct] -clock clk0 $non_clock_inputs
set_output_delay [expr $clk_period * $clk_io_pct] -clock clk0 [all_outputs]
==> flow_metrics.env <==
# implementation run metrics
export IMPL_rrSetupSlack_ns=31.27
export IMPL_drv_slew=0
export IMPL_cpMostUsedCell="buf_4"
export IMPL_grt_pass1_vias=15600
export IMPL_synth_main_ff_cell="edfxtp_1"
export IMPL_relSlewSlack_pct=42.7
export IMPL_finalClockPeriodUsage_pct=49.5
export IMPL_cts_buffers=48
export IMPL_first_iter_violations=1148
export IMPL_crit_chain="clkdlybuf4s50_1, and4b_4, buf_4, buf_4, a222oi_1, buf_4, inv_1, clkdlybuf4s50_1"
export IMPL_status="complete, no violations"
export IMPL_dieArea_um2=121000
export IMPL_numSynthFlops=399
export IMPL_tns_ns=0
export IMPL_hold_viol_final=0
export IMPL_drtPass1Iterations=10
export IMPL_busiest_layer="met2"
export IMPL_async_flop_share_pct=0
export IMPL_slowest_delay_ns=0.66
export IMPL_htree_num_levels=2
export IMPL_fmax_mhz=58.2
export IMPL_worst_ep_arrival_time_ns=10.24
export IMPL_place_gp_congestion=0.880
export IMPL_numClockSinks=399
export IMPL_io_buffers=795
export IMPL_holdBufCountCts=0
export IMPL_finClkSkew_ns=0.0146
export IMPL_ff_latch_area_um2=10600
export IMPL_grt_pass1_wl_um=126000
export IMPL_rsz0062_at_grt="no"
export IMPL_ys_chip_area_um2=18800
export IMPL_placed_cell_area_um2=28300
export IMPL_synth_warning_count=7
export IMPL_worstMarginPinSlew_ns=0.852
export IMPL_cts_root_buffer="clkbuf_16"
export IMPL_postRouteAntennaNets=0
export IMPL_setup_viol=0
export IMPL_power_density_nw_per_um2=62.9
export IMPL_cts_tree="done"
export IMPL_grt_util_met2_pct=23.7
export IMPL_layoutNonFillerInstCount=3514
export IMPL_drv_cap=0
export IMPL_drive_gt1_share_pct=26.5
export IMPL_grt_use_total_pct=14.7
export IMPL_grtUsageMet1_pct=17.7
export IMPL_grt_overflow=0
export IMPL_yosys_cells=1286
export IMPL_clk_latency_ns=0.61
export IMPL_syn_to_final_growth_pct=59.6
export IMPL_via_per_inst=4.21
export IMPL_ctsLongestPathBuffers=3
export IMPL_ir_drop_mv=0.0306
export IMPL_core_um2=107000
export IMPL_drc=0
export IMPL_warning_count=27
export IMPL_dpl_hpwl_um=71400
export IMPL_antenna_found_initial=44
export IMPL_avgSynthCellArea_um2=14.6
export IMPL_combGateArea_um2=7270
export IMPL_die_w_um=348
export IMPL_fin_crit_ns=17.18
export IMPL_stdcell_area_um2=29900
export IMPL_grt_util_met3_pct=7.40
export IMPL_nFillCells=10900
export IMPL_slowest_stage="clkdlybuf4s50_1"
export IMPL_cts_resized_gates=0
export IMPL_post_cts_repair_setup_buffers=0
export IMPL_leakage_nw=11.4
export IMPL_wl_um=91300
export IMPL_critical_path_required_ns=27.76
export IMPL_synthesis_area_um2=18800
export IMPL_die_y_um=348
export IMPL_hold_class="reg2reg"
export IMPL_rows=120
export IMPL_ioPinCount=800
export IMPL_crit_fanout=36
export IMPL_dp_cells=3417
export IMPL_path_clk_slew_ns=0.06
export IMPL_ys_types=35
export IMPL_ys_seq_share_pct=56.2
export IMPL_end_kind="primary output"
export IMPL_initCoreUtil_pct=17.5
export IMPL_synth_cells=1286
export IMPL_start_kind="input port"
export IMPL_edf_count=256
export IMPL_vias=14800
export IMPL_wl_per_cell_um=26.0
export IMPL_timing_worst_setup_path_type="in2out"
export IMPL_grt_max_degree=50
==> layer usage <==
metal  vias up  routed length [um]
met3       162               10900
met2       813               43000
li1       6568                   -
met5         -                 228
met1      7231               34800
met4        34                2410
==> through the flow <==
step,hold WS [ns],total power (W),worst slack [ns],util [%]
2_1_floorplan,0.456,0.000970,19.65,-
3_3_place_gp,0.467,0.00137,17.50,26.4
3_5_place_dp,0.470,0.00138,17.48,26.4
4_1_cts,0.478,0.00192,17.47,28.0
5_1_grt,0.510,0.00198,17.31,28.0
6_report,0.480,0.00188,17.52,28.0
==> final timing paths <==
check | start | endpoint | cells after the start
hold reg to reg | tag[0][2]$_SDFFE_PP0P_ | tag[0][2]$_SDFFE_PP0P_ | 2
setup reg to reg | tag[0][1]$_SDFFE_PP0P_ | op[0][54]$_DFFE_PP_ | 5
hold / removal | tag[0][2]$_SDFFE_PP0P_ | tag[0][2]$_SDFFE_PP0P_ | 2
setup / recovery | query_tag[0] | ld_affinity_offset[63] | 8
==> cell type report <==
type | instances | share of cell area, %
well taps | 1403 | 5.87
diodes | 7 | 0.0585
flip-flops and latches | 399 | 35.3
multi-input cells | 657 | 24.3
repair buffers | 827 | 27.4
inverters | 131 | 1.64
clock buffers | 70 | 4.53
clock inverters | 20 | 0.953
==> cell usage in the layout, fill, tap and decap left out, types with 2 or more instances in the layout <==
cell type	netlist	routed
clkdlybuf4s50_1	0	795
mux2_2	341	341
edfxtp_1	256	256
dfxtp_1	143	143
inv_1	131	131
a222oi_1	128	128
mux2_4	98	98
clkbuf_16	0	49
buf_4	6	32
nand2_1	19	19
clkbuf_1	52	16
xor2_1	12	12
nor2_1	9	9
mux2_1	9	9
a21oi_1	8	8
clkinv_2	0	8
diode_2	0	7
bufinv_16	0	6
clkbuf_8	0	5
mux2i_1	4	4
or4_1	3	3
nor4_2	0	3
or2_4	0	3
nor4bb_4	0	2
or3b_4	0	2
conb_1	1	2
==> registers in the layout, summed over array words and instances, names as in the netlist <==
name	cells
op	192
free	3
A	192
tag	12
==> Yosys cell counts, drive strengths merged (3+ instances only) <==
cell / n / share of area (%)
a21oi: 8 / 0.21
a222oi: 128 / 6.8
buf: 48 / 1.7
clkbuf: 52 / 1.0
dfxtp: 143 / 15
edfxtp: 256 / 41
inv: 131 / 2.6
mux2: 448 / 29
mux2i: 4 / 0.21
nand2: 19 / 0.38
nor2: 9 / 0.18
nor4: 3 / 0.10
or2: 3 / 0.10
or4: 3 / 0.12
xor2: 12 / 0.56
==> cells by family after synthesis <==
group / after synthesis / share of synthesized area [%]
simple gates: 51 / 1.48
xor+xnor: 12 / 0.560
compound gates: 140 / 7.22
other cells: 1 / 0.0200
mux: 452 / 29.1
flops: 399 / 56.2
buf+inv: 231 / 5.40
==> critical path: cells and delay by family <==
family	cells	cell delay, ns
AND-OR/OR-AND	1	0.16
AND/OR/NAND/NOR	1	0.55
buffers and inverters	6	2.51
==> power breakdown <==
| part | switching [W] | internal (W) | total (W) |
|---|---|---|---|
| registers | 0.000103 | 0.000645 | 0.000749 |
| clock network | 0.000208 | 0.000317 | 0.000525 |
| logic | 0.000186 | 0.000422 | 0.000608 |
| total | 0.000497 | 0.00138 | 0.00188 |
No activity file was given, so power comes from the tool's default toggle rates.
