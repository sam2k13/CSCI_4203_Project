==> flow/design.v <==
module multiplexer_2(
    input [4:0] input_signal_1,
    input [4:0] input_signal_2,
    input control_signal,
    output reg [4:0] output_signal );
    initial 
    begin
        output_signal = 0;
    end
    always @(*)
    begin
        if (control_signal == 0)
        begin
            output_signal = input_signal_1;
        end
        else
        begin
            output_signal = input_signal_2;
        end
    end
endmodule
module multiplexer_2_64bit(
    input [63:0] input_signal_1,
    input [63:0] input_signal_2,
    input control_signal,
    output reg [63:0] output_signal );
    initial 
    begin
        output_signal = 64'b0_0100;   
    end
    always @(*)
    begin
        if (control_signal == 0)
        begin
            output_signal = input_signal_1;
        end
        else
        begin
            output_signal = input_signal_2;
        end
    end
endmodule
module multiplexer_4(
    input [63:0] input_signal_1,
    input [63:0] input_signal_2,
    input [63:0] input_signal_3,
    input [63:0] input_signal_4,
    input [1:0]  control_signal,
    output reg [63:0] output_signal );
    initial
    begin
       output_signal = 0;  
    end
    always @(*)
    begin
        case (control_signal)
            2'b00: output_signal = input_signal_1;
            2'b01: output_signal = input_signal_2;
            2'b10: output_signal = input_signal_3;
            2'b11: output_signal = input_signal_4;
        endcase
    end
endmodule
==> flow/run.sh <==
#!/bin/bash
# OpenROAD 26Q1-2900-gdf79404cd8, Yosys 0.63+post, stock flow scripts
make -C /OpenROAD-flow-scripts/flow DESIGN_CONFIG=/design/flow/config.mk WORK_HOME=/design/flow/orfs finish
==> flow/config.mk <==
export PLATFORM = sky130hd
export DESIGN_NAME = multiplexer_4
export DESIGN_NICKNAME = multiplexer_4
export VERILOG_FILES = /design/flow/design.v
export SDC_FILE = /design/flow/constraint.sdc
export NUM_CORES = 4
export LEC_CHECK = 1
export CORE_AREA = 10 10 131 131
export DIE_AREA = 0 0 141 141
==> flow/constraint.sdc <==
current_design multiplexer_4

set clk_period 1.1
set clk_io_pct 0.2

create_clock -name clk0 -period $clk_period

set non_clock_inputs [all_inputs -no_clocks]
set_input_delay [expr $clk_period * $clk_io_pct] -clock clk0 $non_clock_inputs
set_output_delay [expr $clk_period * $clk_io_pct] -clock clk0 [all_outputs]
==> impl_metrics.yaml <==
# physical design summary
cts:
  post_cts_buffers: 0
  ctsHoldBuffers: 0
run_status:
  violations: "setup timing"
  status: "finished with violations"
cells_and_area:
  areaGrowthSynthToFinish_pct: 184
  ff_count: 0
  final_core_utilization_pct: 32.0
  nClkBuffers: 0
  lay_top_count: "dlygate4sd2_1"
  drive_above_1_share_pct: 36.0
  most-common-layout-cells: "256 x dlygate4sd2_1, 64 x mux4_2, 60 x buf_2"
  register_area_um2: 0
yosys:
  simple_gate_share_pct: 0
  ys_seq_share_pct: 0
  synth_top_area_share_pct: 83.3
  netlist_area_mm2: 0.00162
  mux_area_share_pct: 89.7
  ys_sh_aoi_pct: 0
  synth_cells: 78
  ys_chip_area_mm2: 0.00162
  synth_area_per_cell_um2: 20.8
  top_area_cell: "mux4_2"
  top_cells_by_area: "mux4_2 83%, buf_12 7.4%, mux4_1 6.5%"
  top_logic_kind: "multiplexers"
  ys_cells: 78
  yosysWarnings: 1
  adder_share_pct: 0
  synth_cell_types: 6
  synthXorXnorAreaFrac_pct: 0
critical_path:
  slowest_delay_ns: 0.54
  path_class: "input port to output port"
  critPathMostFrequentCell: "buf_16"
  worst_setup_path_end_kind: "output port"
  critPathLaunchType: "input port"
  required_ns: 0.88
  cp_cell_sequence: "buf_16 -> buf_16 -> mux4_2 -> buf_6"
  critical_path.max_fanout: 5
  crit_slowest_cell: "mux4_2"
  critPathArrivalTime_ns: 1.17
global_routing:
  grt_antenna_before_repair: 3
  grt_pass1_vias: 2838
  track_usage_pct: 12.9
  grt_start_max_net_pins: 36
  grt_pass1_wl_um: 19400
  use_met2_pct: 23.0
  grt_use_met1_pct: 14.7
  globalRouteOverflowTotal: 0
  busiest_layer: "met2"
  grtUsageMet3_pct: 5.35
routing:
  first_iter_violations: 48
  antenna_left: 0
  via_count: 2439
  wl_per_cell_um: 22.9
  vias_per_cell: 4.14
  drt-total-wl_um: 13500
  route.detailed.drc: 0
  dr.pass1.iters: 3
floorplanning:
  die-area_mm2: 0.0199
  die_h_um: 141
  fp-utilization_pct: 11.3
  boundaryPins: 322
  core_area_mm2: 0.0144
  dieWidth_um: 141
  num_rows: 44
flow_run:
  drv_cap: 0
  log.warning_count: 35
placed_design:
  gp_congestion: 0.871
  hpwl_um: 11900
  port_buffers: 322
  dp_slack_ns: -0.820
final_timing:
  period_used_pct: 126
  rsz0062_at_grt: "yes"
  whs_ns: 0.920
  setup_slack_ns: -0.289
  slew_headroom_pct: 86.0
  drv_slew: 0
  fmax_ghz: 0.720
  finalHoldViolations: 0
  period_needed_ns: 1.39
  worst_pin_slew_ns: 0.210
  setup_viol: 64
power:
  ir_worst_vdd_v: 0.000142
  p_per_area_mw_per_mm2: 332
  p_leak_nw: 2.17
worst_hold_path:
  hold_class: "input port to output port"
## per-layer routing
metal / share of wire [%] / vias up / wire [µm]
met2: 52 / 176 / 7040
met3: 11 / 6 / 1510
met5: 0 / - / 0
met4: 0.82 / 0 / 111
met1: 36 / 1187 / 4830
li1: - / 1070 / -
## layout make-up
cell class         instances  area (µm²)
fillers                 1577        9810
repair buffers           336        2930
multi-input cells         64        1440
well taps                184         230
diodes                     5        12.5
## repair_timing
action	CTS	global route
gates resized	495	1
endpoints found under the setup margin	64	64
cloned	5	0
## metrics by stage
step | setup TNS (ns) | power, W | instances | instance area (µm²)
5_1_grt | -17.87 | 0.00165 | 586 | 4600
3_3_place_gp | -46.91 | 0.00200 | 579 | 5020
4_1_cts | -16.67 | 0.00157 | 584 | 4590
3_5_place_dp | -47.85 | 0.00200 | 579 | 5020
6_report | -15.44 | 0.00153 | 589 | 4610
2_1_floorplan | -4.42 | 0.000518 | 78 | 1630
## cell usage after synthesis (all sizes together)
cell type	count
clkbuf	1
mux4	64
buf	13
## cells by family (layout without fill, tap and decap cells)
| family | count (synthesis) | count (layout) |
|---|---|---|
| buffers and inverters | 14 | 336 |
| muxes | 64 | 64 |
| other | 0 | 5 |
## power breakdown
group	switching [W]	internal [W]	leakage [nW]
sequential	0	0	0
clock	0	0.000000000608	0.0000317
combinational	0.000422	0.00111	2.17
total	0.000422	0.00111	2.17
## worst paths after layout
| path | depth (start not counted) | slack, ns | from | to |
|---|---|---|---|---|
| worst max-delay path | 4 | -0.29 | control_signal[0] | output_signal[9] |
| worst min-delay path | 3 | 0.92 | input_signal_3[18] | output_signal[18] |
## worst max-delay path: cells and delay by family
kind / cells / cell delay, ns
mux: 1 / 0.54
buf+inv: 3 / 0.41
Power and IR drop assume default switching activity.
