$ cat flow/run.sh
#!/bin/bash
# OpenROAD 26Q1-2900-gdf79404cd8, Yosys 0.63+post, stock flow scripts
make -C /OpenROAD-flow-scripts/flow DESIGN_CONFIG=/design/flow/config.mk WORK_HOME=/design/flow/orfs finish
$ cat flow/config.mk
export PLATFORM = sky130hd
export DESIGN_NAME = rs_store
export DESIGN_NICKNAME = rs_store
export VERILOG_FILES = /design/flow/design.v
export SDC_FILE = /design/flow/constraint.sdc
export NUM_CORES = 4
export LEC_CHECK = 1
export CORE_AREA = 10 10 362 362
export DIE_AREA = 0 0 372 372
$ cat flow/constraint.sdc
current_design rs_store

set clk_period 50.2
set clk_io_pct 0.2

create_clock -name clk0 -period $clk_period [get_ports {clk}]

set non_clock_inputs [all_inputs -no_clocks]
set_input_delay [expr $clk_period * $clk_io_pct] -clock clk0 $non_clock_inputs
set_output_delay [expr $clk_period * $clk_io_pct] -clock clk0 [all_outputs]
$ cat flow/design.v
module rs_store(
    input clk,
    input [63:0] vj,
    input [63:0] vk, 
    input [3:0] qj,
    input [3:0] qk,
    input [63:0] offset,
	input [1:0] rob_slot,
    input [63:0] address,  
    input [3:0] query_tag,  
    input CTRL_st,
    input free_tag_flag,
    input [3:0] free_this_tag,
    input [3:0] cdb_id,
    input [63:0] cdb_data,
    output reg [3:0] free_tag,
    output  [64*2 -1:0] st_addr, 
    output  [64*2 -1:0] st_data, 
    output [1:0] ready_bus,
	output reg [1:0] rob_dest,
    output busy,
    output reg st_aff_ready,
    output reg [63:0] st_affinity_op,
    output reg [63:0] st_affinity_offset
);
   parameter notag = 0,
             add_1 = 1,
             add_2 = 2,
             add_3 = 3,
             mult_1 = 4,
             mult_2 = 5,
             ld_1 = 6,
             ld_2 = 7,
             ld_3 = 8,
             st_1 = 9,
             st_2 = 10;
  reg [63:0] op1 [0:1] ;  
  reg [63:0] op2 [0:1] ;  
  reg [3:0] tag1 [0:1] ;  
  reg [3:0] tag2 [0:1] ;  
  reg [63:0] A [0:1] ;  
  reg [1:0] rob [0:2];
  reg free [0:1] ;  
  wire ready [0:1];
  assign busy  = ~( free [0] | free[1] );  
  assign ready[0] = ~(tag1[0][0] | tag1[0][1] | tag1[0][2] | tag1[0][3]  | tag2[0][0] | tag2[0][1] | tag2[0][2] | tag2[0][3] | free[0]);
  assign ready[1] = ~(tag1[1][0] | tag1[1][1] | tag1[1][2] | tag1[1][3]  | tag2[1][0] | tag2[1][1] | tag2[1][2] | tag2[1][3] | free[1]);
  assign st_addr[63:0] = A[0];
  assign st_addr[127:64] = A[1];
  assign st_data[63:0] = op1[0];
  assign st_data[127:64] = op1[1];
  assign ready_bus [1] = ready[0]; 
  assign ready_bus [0] = ready[1]; 
  initial 
  begin
        op1[0]=0;op2[0]=0;tag1[0]=0;tag2[0]=0;A[0]=0;free[0]=1;
        op1[1]=0;op2[1]=0;tag1[1]=0;tag2[1]=0;A[1]=0;free[1]=1;
        st_aff_ready = 0;
        st_affinity_op = 0;
        st_affinity_offset =0; 
        free_tag = st_1;
  end
  always @(*)
  begin
      if(free[0]) free_tag = st_1;
      else if (free[1]) free_tag = st_2;
      else free_tag = notag;
  end
    always @(*)
    begin
        case (query_tag)
            st_1 : 
                   begin
                          st_aff_ready = ready[0];
                          st_affinity_op = op2[0];
                          st_affinity_offset = A[0];
                   end
            st_2 : 
                   begin
                          st_aff_ready = ready[1];
                          st_affinity_op = op2[1];
                          st_affinity_offset = A[1];
                   end
            default : 
                      st_aff_ready = 0;
        endcase
    end
  always @(posedge clk)
  begin
    if (CTRL_st)
    begin 
      if(free[0])
      begin
          if(qj == cdb_id)
          begin
              tag1[0] <= 0;
              op1[0] <= cdb_data;
          end
          else 
          begin
              tag1[0] <= qj;
              op1[0] <= vj;
          end
          if(qk == cdb_id)
          begin
             tag2[0] <= 0;        
             op2[0] <= cdb_data;
          end  
          else
          begin
             tag2[0] <= qk; 
             op2[0] <= vk;
          end
          A[0] <= offset;
          free[0] <= 0;
      end
      else if (free[1])
      begin
          if(qj == cdb_id)
          begin
              tag1[1] <= 0;
              op1[1] <= cdb_data;
          end
          else 
          begin
              tag1[1] <= qj;
              op1[1] <= vj;
          end
          if(qk == cdb_id)
          begin
             tag2[1] <= 0;        
             op2[1] <= cdb_data;
          end  
          else
          begin
             tag2[1] <= qk; 
             op2[1] <= vk;
          end
          A[1] <= offset;
          free[1] <= 0;
      end
    end
        if(st_aff_ready)
        begin
            case (query_tag)
                st_1 : 
                      begin
                          A[0] <= address;
                      end
                st_2 : 
                      begin
                          A[1] <= address;
                      end
                default : ;
            endcase 
        end
        if(free_tag_flag)
            case(free_this_tag) 
                st_1 : free[0] <= 1;
                st_2 : free[1] <= 1;
                default : ;
            endcase
       begin
             if(tag1[0] == cdb_id)
             begin
                 op1[0] <= cdb_data;
                 tag1[0] <= 0;
             end
             if(tag2[0] == cdb_id)
             begin
                 op2[0] <= cdb_data;
                 tag2[0] <= 0;
             end
             if(tag1[1] == cdb_id)
             begin
                 op1[1] <= cdb_data;
                 tag1[1] <= 0;
             end
             if(tag2[1] == cdb_id)
             begin
                 op2[1] <= cdb_data;
                 tag2[1] <= 0;
             end
       end
  end
endmodule
==> run notes <==
On the backend side, the flow ran end to end.

The run finished with clean final reports. The aggregate negative setup slack stands at 0 ns. Among all cell types in the netlist, the one instantiated most often is nand2_1. The buffer_ports step reported a buffer count of approximately 730. Per the OpenROAD power report, leakage power amounts to about 12 nW. The fraction of registers with async set or reset after synthesis stands at 0%. The number of buffers on the longest clock path stands at 3. The first-pass iteration count of the detailed router stands at 5. The switching share of power stands at between 20 and 30%. Setup repair after global routing left no endpoint under its margin.

The final setup skew stands at 0.0438 ns. The share of synthesized area in the top cell type comes to 36.5%. TritonCTS built the clock tree.

The placed wire-length estimate after detailed placement stands at roughly 70 mm. By count the netlist is led by nand2_1 (274), edfxtp_1 (256), mux2_2 (233). The count of flip-flops with a built-in enable after synthesis stands at 256. For the completed layout, the total cell area is recorded as 0.0317 mm^2. The last timing report of the flow puts the setup violation total at 0.

The internal portion of the total power is between 1 and 1.5 mW. The worst register-to-register path has a setup slack of about 47 ns. Summing internal, switching and leakage power gives roughly 1.4 mW. In this run the clock root is driven by a clkbuf_16. Checking hold timing, the worst path is listed with class flop to flop. The layout summary lists the proportion of cells stronger than drive strength 1 as 19.9%. The number of global-route vias before repair came to 15800. After synthesis, the cell types taking the most area are edfxtp_1 (36%), dfxtp_1 (14%), mux2_2 (12%). The H-tree depth stands at 2. The number of maximum-capacitance violations recorded for the run is 0. The post-placement cell area stands at 0.0300 mm^2. The area overhead of the layout relative to synthesis stands at 50.1%. The region available for standard cell placement spans 0.123 mm^2. The worst-case headroom to the max-slew limit stands at between 40% and 50%. The first-iteration detailed-routing DRC count stands at 904. Counting stages on the worst path, the most repeated cell is clkdlybuf4s50_1. The number of antenna violations at the first check in global routing came to 31.

The setup slack of the critical path after layout stands at between 20 and 30 ns. Warnings raised by the tools during the run amount to 27. Of the available clock period, the critical path in the final layout requires a little over two fifths. The yosys warning tally stands at 9. The number of vias in the routed layout stands at 15900. The worst register-to-register path ends at op1[0][2]. The power density of the placed cells stands at around 44 mW/mm^2.

The quantity of hold-fixing buffers added after cts stands at 0. The delay contributed by the slowest stage of the critical path stands at 0.57 ns. For this run, global-route usage on met2 was measured as between 10% and 20%. After detailed routing, the number of remaining DRC violations is 0. Wires add up to between 90 and 100 mm.

The area recorded from the Yosys report for this design is 0.0211 mm^2. The tally of unique sky130hd cells used after synthesis stands at 36. The total die size stands at 0.138 mm^2.

Measured in cells, the most critical reg-to-reg path has a length of 7. The worst register-to-register path begins at tag1[0][1]. For reference, the post-synthesis area per instance comes to 12.8 um^2. After technology mapping, the gate count stands at about 1700.

The number of unconstrained endpoints stands at 256. The number of setup buffers added after CTS stands at 0. According to the floorplan report, the die width is 372 um. The number of cells upsized or downsized after cts stands at 0. The placement row count stands at 129. On the critical path, the stage with the largest delay is an instance of clkdlybuf4s50_1.

The share of total power in the clock network stands at 25.9%. Per the gpl log, the routability congestion estimate is 0.866. The max-slew violation count stands at 0.

The netlist area before placement stands at 0.0211 mm^2. The total track usage stands at 12.7%. STA classifies the critical path endpoint as a primary output. The net switching power of the design stands at ~0.4 mW. STA classifies the critical path startpoint as a primary input. The cell type that accounts for the most area after synthesis is edfxtp_1. Per STA, the worst path is made up of clkdlybuf4s50_1 -> nor4bb_1 -> buf_4 -> nand4_1 -> nand2_1 -> clkdlybuf4s50_1.

Per the hold report, the tightest min-delay path originates at A[1][53]. Looking at the max-slew report, the worst-margin pin has a slew of 0.887 ns. The part of the power in combinational logic stands at 33.4%.

The met3 global-route usage stands at 7.33%. The synthesis report names the predominant flop master as edfxtp_1. The total global routing overflow stands at 0. The clock-pin slew reported for the worst setup and hold paths after clock tree synthesis stands at 0.06 ns. The floorplan report gives the top-level pin count as 739. Global routing put the most usage on met2. Looking at the hold checks, the worst path lands on A[1][53]. The maximum net fanout on the critical path stands at 3. Per the final timing report, the hold violations number 0. The die outline height stands at 372 um. The post-synthesis sequential element count stands at 530. At the worst endpoint, the required time is 40.16 ns.

Hold analysis shows the worst path with a depth of 2. Sequential cells account for 40.7% of the total power. The average wire per cell in the routed design stands at ~22 um. Logged for this run, the post-placement worst setup slack is 28.21 ns.

The latest clock arrival within the worst-skew pair stands at 0.63 ns. The first global-routing pass estimated 123 mm of wire. The average vias per placed instance stands at just under 4. After synthesis, the design contains 1654 cells according to Yosys. The initial utilization of the core area, before any placement, comes to 17.1%. The critical path is of the primary input to primary output type.

The clock buffer count from CTS stands at between 40 and 50. The largest net degree at the start of global routing stands at 71. The fraction of met1 tracks used by global routing stands at around 15%. The data arrival time at the worst-slack endpoint stands at roughly 12 ns. The worst hold margin stands at between 0.4 and 0.5 ns. The minimum clock period after layout stands at about 22 ns. The flow reports an fmax of 45.5 MHz. The detail route stage leaves a number of antenna-violating nets equal to 0. The highest supply drop recorded on VDD is 0.0348 mV. The timer found 128 register pins that no clock reaches; their paths are not timed.
==> stage by stage <==
step           std cells  utilization, %
6_report            4035            25.7
3_3_place_gp        3947            24.4
4_1_cts             4034            25.7
2_1_floorplan       1656               -
5_1_grt             4035            25.7
3_5_place_dp        3947            24.4
==> worst max path at each step <==
| stage | startpoint | end | slack (ns) | cells past startpoint |
|---|---|---|---|---|
| 6_report | query_tag[0] | st_aff_ready | 28.24 | 6 |
| 5_1_grt | query_tag[2] | st_aff_ready | 28.15 | 6 |
| 4_1_cts | query_tag[0] | st_aff_ready | 28.19 | 6 |
==> layer usage <==
layer	routed length (um)	vias up	share of wire, %
met5	156	-	0.17
met4	2670	26	3.0
met3	12500	142	14
met2	41100	736	46
met1	33800	7649	37
li1	-	7324	-
==> kinds of logic after synthesis <==
family / count (synthesis) / synth area share [%]
compound gates: 147 / 4.55
xor+xnor: 24 / 0.997
buf+inv: 113 / 3.61
flops: 402 / 50.3
latches: 128 / 9.10
mux: 384 / 22.6
other cells: 1 / 0.0178
simple gates: 455 / 8.76
==> cell usage in the layout, fill, tap and decap left out, types with 6 or more instances in the layout <==
cell               n
clkdlybuf4s50_1  733
nand2_1          273
edfxtp_1         256
mux2_2           233
dfxtp_1          146
nor2_1           146
a31oi_1          128
dlxtn_1          128
mux2_4           120
clkbuf_16         49
buf_4             32
mux2_1            31
xor2_1            24
a2bb2oi_1         16
clkinv_2           9
clkbuf_1           9
clkbuf_8           6
==> power by group through the flow <==
stage | logic [mW] | registers [mW] | clock network, mW
after CTS | 0.484 | 0.573 | 0.374
after global routing | 0.511 | 0.585 | 0.387
final | 0.468 | 0.571 | 0.363
==> layout make-up <==
cell class              count  area, um^2
well taps                1637        2050
repair buffers            765        7580
flip-flops and latches    530       12500
fillers                 12700       91700
inverters                   2        7.51
multi-input cells        1013        7870
clock buffers              64        1340
clock inverters            23         282
diodes                      1        2.50
==> registers in the layout, summed over array words and instances (netlist names) <==
register            count
free                    2
tag2                    8
st_affinity_op         64
tag1                    8
op2                   128
st_affinity_offset     64
op1                   128
A                     128
==> critical path, delay by kind of cell <==
| kind | cells | cell delay (ns) |
|---|---|---|
| buffers and inverters | 3 | 1.26 |
| AND/OR/NAND/NOR | 3 | 0.61 |
Power figures rest on the tool's default switching activity, not on a simulated workload.
