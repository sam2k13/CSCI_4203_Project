**design/flow/design.v**
```verilog
module inst_queue(
  input clk,
  input [31:0] inst_in,
  input [63:0] incrPC_in, 
  input wr_en, rd_en,
  input rst,
  output buf_empty, buf_full,
  output [31:0] inst_out,
  output [63:0] incrPC_out
);
  wire [3 : 0] fifo_counter;
  fifo fifo_1 (clk, rst, inst_in, inst_out, wr_en, rd_en, 
             buf_empty, buf_full, fifo_counter);
  fifo_64bit fifo_2 (clk, rst, incrPC_in, incrPC_out, wr_en, rd_en, 
             buf_empty, buf_full, fifo_counter);
endmodule
module fifo( clk, rst, buf_in, buf_out, wr_en, rd_en, buf_empty, buf_full, fifo_counter );
input                 rst, clk, wr_en, rd_en;
input [31:0]           buf_in;
output[31:0]           buf_out;
output                buf_empty, buf_full;
output[3 :0] fifo_counter;
reg[31:0]              buf_out;
reg                   buf_empty, buf_full;
reg[3 :0]    fifo_counter;
reg[3 -1:0]  rd_ptr, wr_ptr;            
reg[31:0]              buf_mem[( 1<<3 ) -1 : 0];  
initial
begin
   buf_out = 0; 
end
always @(fifo_counter)
begin
   buf_empty = (fifo_counter==0);
   buf_full = (fifo_counter== ( 1<<3 ));
end
always @(posedge clk or posedge rst)
begin
   if( rst )
       fifo_counter <= 0;
   else if( (!buf_full && wr_en) && ( !buf_empty && rd_en ) )
       fifo_counter <= fifo_counter;
   else if( !buf_full && wr_en )
       fifo_counter <= fifo_counter + 1;
   else if( !buf_empty && rd_en )
       fifo_counter <= fifo_counter - 1;
   else
      fifo_counter <= fifo_counter;
end
always @( posedge clk or posedge rst)
begin
   if( rst )
      buf_out <= 0;
   else
   begin
      if( rd_en && !buf_empty )
         buf_out <= buf_mem[rd_ptr];
      else
         buf_out <= buf_out;
   end
end
always @(posedge clk)
begin
   if( wr_en && !buf_full )
      buf_mem[ wr_ptr ] <= buf_in;
   else
      buf_mem[ wr_ptr ] <= buf_mem[ wr_ptr ];
end
always@(posedge clk or posedge rst)
begin
   if( rst )
   begin
      wr_ptr <= 0;
      rd_ptr <= 0;
   end
   else
   begin
      if( !buf_full && wr_en )    wr_ptr <= wr_ptr + 1;
          else  wr_ptr <= wr_ptr;
      if( !buf_empty && rd_en )   rd_ptr <= rd_ptr + 1;
      else rd_ptr <= rd_ptr;
   end
end
endmodule
module fifo_64bit( clk, rst, buf_in, buf_out, wr_en, rd_en, buf_empty, buf_full, fifo_counter );
input                 rst, clk, wr_en, rd_en;
input [63:0]           buf_in;
output[63:0]           buf_out;
output                buf_empty, buf_full;
output[3 :0] fifo_counter;
reg[63:0]              buf_out;
reg                   buf_empty, buf_full;
reg[3 :0]    fifo_counter;
reg[3 -1:0]  rd_ptr, wr_ptr;            
reg[63:0]              buf_mem[( 1<<3 ) -1 : 0];  
initial
begin
   buf_out = 0; 
end
always @(fifo_counter)
begin
   buf_empty = (fifo_counter==0);
   buf_full = (fifo_counter== ( 1<<3 ));
end
always @(posedge clk or posedge rst)
begin
   if( rst )
       fifo_counter <= 0;
   else if( (!buf_full && wr_en) && ( !buf_empty && rd_en ) )
       fifo_counter <= fifo_counter;
   else if( !buf_full && wr_en )
       fifo_counter <= fifo_counter + 1;
   else if( !buf_empty && rd_en )
       fifo_counter <= fifo_counter - 1;
   else
      fifo_counter <= fifo_counter;
end
always @( posedge clk or posedge rst)
begin
   if( rst )
      buf_out <= 0;
   else
   begin
      if( rd_en && !buf_empty )
         buf_out <= buf_mem[rd_ptr];
      else
         buf_out <= buf_out;
   end
end
always @(posedge clk)
begin
   if( wr_en && !buf_full )
      buf_mem[ wr_ptr ] <= buf_in;
   else
      buf_mem[ wr_ptr ] <= buf_mem[ wr_ptr ];
end
always@(posedge clk or posedge rst)
begin
   if( rst )
   begin
      wr_ptr <= 0;
      rd_ptr <= 0;
   end
   else
   begin
      if( !buf_full && wr_en )    wr_ptr <= wr_ptr + 1;
          else  wr_ptr <= wr_ptr;
      if( !buf_empty && rd_en )   rd_ptr <= rd_ptr + 1;
      else rd_ptr <= rd_ptr;
   end
end
endmodule
```
**design/flow/run.sh**
```bash
#!/bin/bash
# OpenROAD 26Q1-2900-gdf79404cd8, Yosys 0.63+post, stock flow scripts
make -C /OpenROAD-flow-scripts/flow DESIGN_CONFIG=/design/flow/config.mk WORK_HOME=/design/flow/orfs finish
```
**design/flow/constraint.sdc**
```tcl
current_design inst_queue

set clk_period 20.2
set clk_io_pct 0.2

create_clock -name clk0 -period $clk_period [get_ports {clk}]

set non_clock_inputs [all_inputs -no_clocks]
set_input_delay [expr $clk_period * $clk_io_pct] -clock clk0 $non_clock_inputs
set_output_delay [expr $clk_period * $clk_io_pct] -clock clk0 [all_outputs]
```
**design/flow/config.mk**
```make
export PLATFORM = sky130hd
export DESIGN_NAME = inst_queue
export DESIGN_NICKNAME = inst_queue
export VERILOG_FILES = /design/flow/design.v
export SDC_FILE = /design/flow/constraint.sdc
export NUM_CORES = 4
export LEC_CHECK = 1
export CORE_UTILIZATION = 50
```
==> qor.yml <==
sta:
  fin_crit_sh_pct: 31.35
  setup_viol: 0
  max_slew_margin_pct: 46.29
  tns_ns: 0
  hold_viol: 0
  worstMarginPinSlew_ns: 0.8057
  rsz0062_at_grt: "no"
  clock_skew_ns: 0.01734
  hold_slack_ns: 0.4760
  period_minus_slack_ns: 6.332
  slew_violations: 0
  fmax_mhz: 157.9
floorplan:
  ios: 198
  die_w_um: 260.4
  design.core.area_um2: 65860
  initial_core_util_pct: 50.67
  chipHeight_um: 260.4
  row_count: 94
  die_area_um2: 67780
detailed_routing:
  routed_wl_mm: 67.73
  via_per_inst: 5.662
  drc: 0
  wire_per_inst_um: 22.55
  firstDrtPassIters: 4
  drt_iter0_markers: 904
  vias: 17010
  ant_nets: 0
clocking:
  cts_buffers: 90
  postCtsHoldBufs: 0
  clk_pin_slew_ns: 0.06
  post_cts_resize_count: 0
  insertion_delay_ns: 0.62
  cts.sinks: 880
  cts_buffer_depth: 3
  postCtsSetupRepairBufs: 0
  cts_tree: "built"
  htree_levels: 3
  root_buffer: "clkbuf_16"
layout:
  final_cell_mix: "edfxtp_1, clkdlybuf4s50_1, mux2i_1, mux2_2, nand2_1"
  area_growth_pct: 18.27
  seq_area_um2: 25870
  nFillCells: 4698
  lay_top_count: "edfxtp_1"
  drive_gt1_share_pct: 19.03
  mi_logic_area_um2: 7134
status:
  outcome: "complete, no violations"
power:
  peakVddDrop_mv: 0.08943
  power_density_nw_per_um2: 144.2
  sw_frac_of_total_pct: 28.66
  p_seq_share_pct: 43.9
  p_comb_share_pct: 26.7
  p_sw_mw: 1.631
  p_int_mw: 4.060
  power_mw: 5.691
  clkPwrFrac_pct: 29.4
  leakage_nw: 13.68
worst_setup_path:
  cp_max_fo: 6
  critPathCaptureType: "output pin"
  critPathRequiredTime_ns: 16.16
  worstSetupPathType: "reg2out"
  cp-start-kind: "flop"
  cp.arrival_ns: 2.29
synth:
  edf_count: 768
  flop_cell: "edfxtp_1"
  yosys_area_um2: 33370
  synth.ff_latch_count: 880
  synth_warnings: 8
  synth.avg_cell_area_um2: 18.18
  syn_area_um2: 33370
  synthCells: 1836
  ys_types: 34
  synth_seq_share_pct: 77.50
  async_flop_share_pct: 12.73
  yosysCellCount: 1836
run:
  cap_violations: 0
  tool_warnings: 25
place:
  port_buffers: 197
  globalplace.congestion: 0.7965
  dp_hpwl_mm: 36.87
grt:
  grt_pass1_wl_mm: 103.8
  gr-usage-all-layers_pct: 22.63
  antenna_found_initial: 8
  grt_pass1_vias: 17880
  globalRouteOverflowTotal: 0
  grt_max_degree: 69
min_path:
  hp-class: "reg2reg"
-- layout make-up --
cell class	instances	share of cell area, %
tap	864	2.739
sequential	880	65.55
clock buffer	128	6.685
timing repair buffer	241	5.833
antenna	1	0.006340
clock inverter	39	1.071
inverter	3	0.04121
multi-input combinational	848	18.08
-- final timing paths --
path | startpoint | end | slack (ns) | cells past startpoint
hold reg to reg | fifo_1.buf_out[0]$_DFFE_PP0P_ | fifo_1.buf_out[0]$_DFFE_PP0P_ | 0.48 | 2
setup reg to reg | fifo_2.rd_ptr[0]$_DFFE_PP0P_ | fifo_2.buf_out[15]$_DFFE_PP0P_ | 16.90 | 6
setup / recovery | fifo_1.fifo_counter[0]$_DFFE_PP0P_ | buf_full | 13.87 | 3
hold / removal | fifo_1.buf_out[0]$_DFFE_PP0P_ | fifo_1.buf_out[0]$_DFFE_PP0P_ | 0.48 | 2
max in group asynchronous | rst | fifo_1.rd_ptr[0]$_DFFE_PP0P_ | 14.77 | 4
min in group asynchronous | rst | fifo_1.buf_out[9]$_DFFE_PP0P_ | 3.79 | 2
-- power groups by stage --
| stage | clock [mW] | combinational [mW] | sequential, mW |
|---|---|---|---|
| CTS | 1.71 | 1.55 | 2.50 |
| finish | 1.67 | 1.52 | 2.50 |
| global route | 1.78 | 1.68 | 2.53 |
-- state kept, by name, summed over array words and instances (netlist names), 4 cells and up --
register / count
fifo_2.buf_mem: 512
fifo_1.fifo_counter: 4
fifo_1.buf_mem: 256
fifo_2.buf_out: 64
fifo_1.buf_out: 32
-- layer usage --
metal	vias up	global-route usage (%)	routed length [µm]
met2	724	32.75	31900
met4	16	3.363	1155
met3	107	12.29	8198
li1	7766	-	-
met1	8396	34.65	26340
met5	-	0.6410	135
-- cell usage after synthesis, types with 32 or more instances --
library cell  count  area, µm²
dfrtp_1         112       2803
o22ai_1          32      200.2
o221ai_1         64      560.5
o21ai_0          96      480.5
clkbuf_1         60      225.2
a221o_1          32      320.3
mux2_2          192       2162
buf_2            33      165.2
edfxtp_1        768      23060
nand2_1         118      442.9
mux2i_1         193       1932
a22oi_1          64      480.5
-- critical path, cell delays in order (launching register included) --
cell,delay [ns]
dfrtp_1,0.48
or4b_1,0.64
inv_1,0.08
clkdlybuf4s50_1,0.47
-- logic make-up (layout without fill, tap and decap cells) --
kind of cell	Yosys count	in the layout	share of synthesized area, %
adders and majority gates	7	7	0.2849
muxes	386	386	12.31
AOI/OAI and AO/OA	293	293	6.269
other	0	1	0
and+or+nand+nor	151	151	1.871
xor gates and xnor gates	11	11	0.2887
DFF	880	880	77.50
buffers and inverters	108	411	1.473
-- per-stage QoR --
step / cell area, µm² / util [%] / instances / setup slack (ns)
after floorplan: 33370 / - / 1836 / 8.872
after global placement: 36410 / 55.28 / 2836 / 13.46
after detailed placement: 36410 / 55.28 / 2836 / 13.41
after CTS: 39470 / 59.92 / 3003 / 13.83
after global routing: 39470 / 59.93 / 3004 / 13.79
final: 39470 / 59.93 / 3004 / 13.87
Power and IR drop assume default switching activity.
