## config.mk

```make
export PLATFORM = sky130hd
export DESIGN_NAME = pipeline_latch_64
export DESIGN_NICKNAME = pipeline_latch_64
export VERILOG_FILES = /design/flow/design.v
export SDC_FILE = /design/flow/constraint.sdc
export NUM_CORES = 4
export LEC_CHECK = 1
export CORE_UTILIZATION = 40
```

## constraint.sdc

```tcl
current_design pipeline_latch_64

set clk_period 5.1
set clk_io_pct 0.2

create_clock -name clk0 -period $clk_period [get_ports {clk}]

set non_clock_inputs [all_inputs -no_clocks]
set_input_delay [expr $clk_period * $clk_io_pct] -clock clk0 $non_clock_inputs
set_output_delay [expr $clk_period * $clk_io_pct] -clock clk0 [all_outputs]
```

## design.v

```verilog
module pipeline_latch_64(  
    input clk,
    input [63:0] latch_input,
    input [1:0] control_signal,
    output reg [63:0] latch_output
    );
    reg [63:0] data;
    initial
    begin
        data <= 64'b0_0;  
        latch_output <= 64'b0_0;
    end
    always @(posedge clk)
    begin
        case(control_signal)
          2'b00 :begin
                     latch_output <= latch_input;  
                 end
          2'b01 :begin
                     latch_output <= latch_output;  
                 end
          2'b10 :begin
                      data <= 0;  
                      latch_output <= data;
                 end
          default : latch_output <= 0;  
        endcase
    end
endmodule
module pipeline_latch_32(  
    input clk,
    input [31:0] latch_input,
    input [1:0] control_signal,
    output reg [31:0] latch_output
    );
    reg [31:0] data;
    initial
    begin
        data <= 32'b0_0;  
        latch_output <= 32'b0_0;
    end
    always @(posedge clk)
    begin
        case(control_signal)
          2'b00 :begin
                     latch_output <= latch_input;
                 end
          2'b01 :begin
                     latch_output <= latch_output;  
                 end
          2'b10 :begin 
                      data <= 0;  
                      latch_output <= data;
                 end
          default : latch_output <= 0;  
        endcase
    end
endmodule
module pipeline_latch_8(  
    input clk,
    input [7:0] latch_input,
    input [1:0] control_signal,
    output reg [7:0] latch_output
    );
    reg [7:0] data;
    initial 
    begin
        data <= 8'b0_0;  
        latch_output <= 8'b0_0;
    end
    always @(posedge clk)
    begin
        case(control_signal)
          2'b00 :begin
                     latch_output <= latch_input;  
                 end
          2'b01 :begin
                     latch_output <= latch_output;  
                 end
          2'b10 :begin 
                      data <= 0;  
                      latch_output <= data;
                 end
          default : latch_output <= 0;  
        endcase
    end
endmodule
module pipeline_latch_5(  
    input clk,
    input [4:0] latch_input,
    input [1:0] control_signal,
    output reg [4:0] latch_output
    );
    reg [4:0] data;
    initial 
    begin
        data <= 4'b0_0;  
        latch_output <= 4'b0_0;
    end
    always @(posedge clk)
    begin
        case(control_signal)
          2'b00 :begin
                     latch_output <= latch_input;  
                 end
          2'b01 :begin
                     latch_output <= latch_output;  
                 end
        2'b10 :begin 
                      data <= 0;  
                      latch_output <= data;
                 end
          default : latch_output <= 0;  
        endcase
    end
endmodule
module pipeline_latch_1(  
    input clk,
    input latch_input,
    input [1:0] control_signal,
    output reg latch_output
    );
    reg  data;
    initial
    begin
        data <= 0;  
        latch_output <= 0;
    end
    always @(posedge clk)
    begin
        case(control_signal)
          2'b00 :begin
                     latch_output <= latch_input;  
                 end
          2'b01 :begin
                     latch_output <= latch_output;  
                 end
          2'b10 :begin 
                      data <= 0;  
                      latch_output <= data;
                 end
          default : latch_output <= 0;  
        endcase
    end
endmodule
```

## run.sh

```bash
#!/bin/bash
# OpenROAD 26Q1-2900-gdf79404cd8, Yosys 0.63+post, stock flow scripts
make -C /OpenROAD-flow-scripts/flow DESIGN_CONFIG=/design/flow/config.mk WORK_HOME=/design/flow/orfs finish
```

==> results.txt <==
Notes from the flow run.

CTS:
- In this run the clock root is driven by a clkbuf_8.
- The run puts the number of clock sinks at 64.
- The run gives the maximum buffer depth of the clock tree as 2.
- The run puts the number of gates resized after cts at 0.
- The run gives the post-CTS repair timing setup buffer count as 0.
- The run puts the number of levels in the clock H-tree at 3.
- The run gives the clock transition at the registers of the reported paths as 70 ps.
- The run puts the number of buffers inserted for hold repair after clock tree synthesis at 0.
- The run gives the CTS tree as built.
- The run gives the clock buffer count from CTS as 9.

Synth:
- The run puts the post-synthesis cell count at 143.
- The synthesis report names the predominant flop master as edfxtp_1.
- The run gives the synthesized area per cell as 19.58 um^2.
- Summing the sequential cell areas from Yosys gives 68.63% of the chip area.
- After synthesis, the netlist uses 7 different library cells.
- Yosys attributes the largest share of cell area to edfxtp_1 (69%), nor3b_2 (22%), buf_6 (4.4%).
- After synthesis, the design contains 143 cells according to Yosys.
- The run puts the total of flip-flops plus latches after synthesis at 64.
- The run gives the post-synthesis chip area from yosys as 0.002800 mm^2.
- The run gives the share of flip-flops with an asynchronous set or reset as 0%.
- Yosys instantiated no cell more often than edfxtp_1.
- The run puts the area share of the largest cell type after synthesis at 68.63%.
- The run puts the area of the mapped netlist at 0.002800 mm^2.
- Sorting the synthesized cells by how often they occur yields edfxtp_1 (64), nor3b_2 (50), nor3b_1 (14), buf_6 (11), buf_2 (2).
- The run gives the number of warnings reported in the yosys synthesis log as 1.
- The cell type that accounts for the most area after synthesis is edfxtp_1.
- Counting flops with a built-in enable in the synthesized netlist gives 64.

Run status:
- The flow ran to the end, and the final reports show no timing, DRC or antenna violations.

Finish:
- Counting flops per register, the top entry is latch_output.
- The registers reported with the highest flop counts are latch_output x64.
- The run gives the proportion of layout cells with a drive suffix above 1 as 24.46%.
- The run gives the area added between synthesis and finish as 53.71%.
- The register with the most flip-flops in the layout has 64 of them.
- The run gives the area of all placed cells without fillers as 0.004304 mm^2.
- The run gives the total of fill cells in the finished design as 505.

GRT:
- For this run the aggregate overflow at the end of global routing stands at 0.
- Entering global routing, the biggest net connects 48 pins.
- The initial antenna violation count is 0.
- The run puts the number of global-route vias before repair at 1,720.
- The run gives the first-pass GRT wire length as 8970 um.
- Across every metal layer, demand over resource in global routing totals 17.27%.

Critical path:
- The worst setup path is launched from a primary input.
- The run puts the worst-path maximum fanout at 47.
- The OpenROAD report gives the critical path a required time of 5060 ps.
- The run gives the data arrival at the endpoint of the critical path as 2460 ps.
- In the setup report, the worst path falls into the class primary input to flip-flop.
- STA classifies the critical path endpoint as a flip-flop.

Power and ir drop:
- The run puts the total power consumption of the routed design at 1.265 mW.
- Summed over all cells, the static leakage comes to 1.478 nW.
- The run gives the power density of the placed cells as 294.0 mW/mm^2.
- The run puts the maximum vdd ir drop at 0.1632 mV.

STA:
- The run gives the post-layout worst setup margin as 2599 ps.
- The run puts the final-report max-slew violation count at 0.
- Hold-check failures listed in the final report amount to 0.
- The final timing summary puts the cycle share of the worst path at 49.04%.
- Per the timing report, the achievable frequency comes out to 399.8 MHz.
- The run puts the worst relative slew slack at 59.73%.
- The run gives the slew at the pin closest to its max-slew limit as 604.1 ps.
- Setup repair after global routing left no endpoint under its margin.
- The run puts the total negative setup slack at 0 ps.
- The run puts the total setup violations reported at the end of the flow at 0.
- The run puts the minimum clock period at 2501 ps.

Die:
- In the floorplan report the effective utilization is 41.22%.
- The run gives the die area as 0.007339 mm^2.
- The region available for standard cell placement spans 0.006794 mm^2.
- According to the floorplan report, the die width is 85.67 um.
- The run gives the number of placement rows as 30.
- The run puts the y dimension of the die at 85.67 um.
- For this design the top-level I/O count stands at 131.

Route:
- The run gives the number of antenna repair diodes as 0.
- The run gives the detailed-route via count as 1,711.
- The violation tally recorded at the end of detailed-routing iteration 0 is 76.
- In the post-route report, total wirelength is listed as 5875 um.
- For this sky-water flow run, the detailed-routed wirelength per cell is reported as 15.71 um.
- In the routed layout, each cell is associated on average with a via count of 4.575.
- The run puts the first-pass iteration count of the detailed router at 3.
- The run gives the remaining routing DRC violations as 0.
- Per the post-route antenna check, the number of violating nets is 0.

Run:
- The run gives the total of max-cap violations as 0.
- The run puts the tool warning count at 26.

Placement:
- The run puts the half-perimeter wire length after placement at 3854 um.
- During placement, the flow inserted port buffers numbering 130.
- The run puts the routability congestion estimate at 0.7557.
- The run gives the total placed instance area as 0.004100 mm^2.
- The run gives the pre-CTS setup slack as 2232 ps.

Min path:
- STA reports the tightest min-delay check as being of type primary input to flip-flop.
report_power, final:
group / total, mW / internal [mW] / switching, mW / leakage [nW]
clock network: 0.452 / 0.274 / 0.179 / 0.102
logic: 0.178 / 0.128 / 0.0501 / 0.688
registers: 0.635 / 0.625 / 0.0102 / 0.688
kinds of logic after synthesis:
family	count (synthesis)	share of synthesized area (%)
buf+inv	14	5.049
flops	64	68.63
simple gates	65	26.32
layer usage:
metal | GRT usage [%] | routed length, um | part of all wire, %
met2 | 25.09 | 2781 | 47
met3 | 5.957 | 490 | 8.3
met1 | 28.63 | 2540 | 43
met5 | 0 | 0 | 0
met4 | 2.121 | 63 | 1.1
per-stage QoR:
stage               hold WS (ps)  utilization [%]  std cells
floorplan                   1259                -        143
global placement            1597            60.35        358
detailed placement          1599            60.35        358
CTS                         1248            63.35        374
global route                1261            63.35        374
finish                      1267            63.35        374
layout by cell type, fill, tap and decap left out:
cell type        Yosys  routed
buf_4                1       5
bufinv_16            0       2
clkbuf_1             0       3
clkbuf_8             0       9
clkdlybuf4s50_1      0     128
clkinv_1             0       1
clkinv_2             0       1
edfxtp_1            64      64
nand2b_2             0       1
nor3b_1             14      14
nor3b_2             50      50
final cells by class:
class / instances / area (um^2) / share of cell area [%]
clock buffers: 12 / 135.1 / 3.140
clock inverters: 4 / 68.82 / 1.599
multi-input cells: 65 / 739.5 / 17.18
flip-flops and latches: 64 / 1922 / 44.65
well taps: 96 / 120.1 / 2.791
repair buffers: 133 / 1319 / 30.64
critical path: stages:
cell and delay, ps:
buf_4 340, nand2b_2 470, buf_4 590
final timing paths:
path	to	from	cells after the start
worst max-delay path	latch_output[3]$_SDFFCE_PP0P_	control_signal[1]	3
worst min-delay path	latch_output[17]$_SDFFCE_PP0P_	control_signal[0]	2
No activity file was given, so power comes from the tool's default toggle rates.
